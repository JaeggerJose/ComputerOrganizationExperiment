==> design.v <==
module debounce(clk_in, button_in, button_out);
	input clk_in, button_in;
	output reg button_out;
	reg [25:0] counter;
	parameter divn_num = 5000000;
always @(posedge clk_in) begin
	if(button_in)
		counter <= 0;
	else if(counter != divn_num)
		counter <= counter + 1;
end 
always @(*) begin
	if(counter == divn_num-1)
		button_out = 1'b1;
	else
		button_out = 1'b0;	
end
endmodule 
==> run.sh <==
#!/bin/bash
# OpenROAD 26Q1-2900-gdf79404cd8, Yosys 0.63+post, stock flow scripts
make -C /OpenROAD-flow-scripts/flow DESIGN_CONFIG=/design/flow/config.mk WORK_HOME=/design/flow/orfs finish
==> config.mk <==
export PLATFORM = sky130hd
export DESIGN_NAME = debounce
export DESIGN_NICKNAME = debounce
export VERILOG_FILES = /design/flow/design.v
export SDC_FILE = /design/flow/constraint.sdc
export NUM_CORES = 4
export LEC_CHECK = 1
export CORE_AREA = 10 10 110 110
export DIE_AREA = 0 0 120 120
==> constraint.sdc <==
current_design debounce

set clk_period 3.1
set clk_io_pct 0.2

create_clock -name clk0 -period $clk_period [get_ports {clk_in}]

set non_clock_inputs [all_inputs -no_clocks]
set_input_delay [expr $clk_period * $clk_io_pct] -clock clk0 $non_clock_inputs
set_output_delay [expr $clk_period * $clk_io_pct] -clock clk0 [all_outputs]
==> results.sh <==
# implementation run metrics
export IMPL_cp_max_fo=4
export IMPL_post_route_util_pct=15.8
export IMPL_yosysTopAreaCell="dfxtp_1"
export IMPL_routabilityCongestion=0.822
export IMPL_area_growth_pct=18.2
export IMPL_top_area_share_pct=39.8
export IMPL_place_port_buffers=2
export IMPL_vias=1136
export IMPL_rows=36
export IMPL_regMostFlops="counter"
export IMPL_antenna_cells=0
export IMPL_ys_area_mm2=0.00131
export IMPL_min_path_type="reg -> reg"
export IMPL_largest_reg_flops=26
export IMPL_p_leak_nw=0.441
export IMPL_cts_sinks=26
export IMPL_rrSetupSlack_ns=0.91
export IMPL_synth_flop_count=26
export IMPL_max_freq_mhz=338
export IMPL_warnings=26
export IMPL_grt_total_usage_pct=3.72
export IMPL_yosysUniqueCellTypes=30
export IMPL_whs_path_depth=2
export IMPL_rsz0062_at_grt="no"
export IMPL_cts_buffer_depth=2
export IMPL_drive_gt1_share_pct=5.77
export IMPL_routed_wl_mm=2.70
export IMPL_grt_max_degree=16
export IMPL_fin_crit_sh_pct=95.4
export IMPL_avgRoutedWirePerCell_um=9.34
export IMPL_crit_type="reg -> out"
export IMPL_rr_worst_depth=4
export IMPL_hold_viol=0
export IMPL_clock_skew_ns=0.00453
export IMPL_fp_utilization_pct=13.4
export IMPL_detail_route_iter0_violations=106
export IMPL_place_ws_ns=0.380
export IMPL_ys_cells=155
export IMPL_slew_violations=0
export IMPL_relSlewSlack_pct=55.2
export IMPL_cts_tree="done"
export IMPL_drcViolationCount=0
export IMPL_period_needed_ns=2.96
export IMPL_tns_ns=0
export IMPL_r2r_end="counter[24]"
export IMPL_syn_area_mm2=0.00131
export IMPL_die_size_y_um=120
export IMPL_end_kind="primary output"
export IMPL_dieArea_mm2=0.0144
export IMPL_clk_insertion_delay_late_ns=0.27
export IMPL_cts_setup_buffers=0
export IMPL_fp_dieW_um=120
export IMPL_maxCapViolCount=0
export IMPL_topCellsByArea="dfxtp_1 40%, a21oi_1 6.1%, xor2_1 5.4%"
export IMPL_crit_required_ns=2.48
export IMPL_antenna_found_initial=0
export IMPL_cts_resized=0
export IMPL_htree_levels=1
export IMPL_clk_pin_slew_ns=0.09
export IMPL_vias_per_cell=3.93
export IMPL_drt_pass1_iterations=4
export IMPL_grt_overflow_total=0
export IMPL_irDropWorstVdd_v=0.000292
export IMPL_io_pins=3
export IMPL_ant_nets=0
export IMPL_status="completed"
export IMPL_r2r_start="counter[2]"
export IMPL_postSynthSeqShare_pct=39.8
export IMPL_crit_path_start="counter[10]"
export IMPL_dp_hpwl_mm=1.93
export IMPL_reg_top3="counter: 26 flops"
export IMPL_syn_inst=155
export IMPL_cts_hold_buf=0
export IMPL_min_delay_worst_endpoint="counter[25]"
export IMPL_coreArea_mm2=0.00977
export IMPL_tightest_slew_ns=0.666
export IMPL_grt_pass1_wl_mm=4.71
export IMPL_crit_arrival_ns=2.34
export IMPL_setup_ws_ns=0.143
export IMPL_cts_buffers=3
export IMPL_cts_root_buf="clkbuf_8"
export IMPL_final_setup_viol_count=0
export IMPL_setup_worst_path_start_class="flop"
export IMPL_power_density_mw_per_mm2=413
export IMPL_synth_warnings=1
export IMPL_syn_avg_cell_area_um2=8.44
export IMPL_grt_pass1_vias=1019
export IMPL_hold_start="counter[25]"
[worst max-delay path: stages, from the launching register on]
cell and delay [ns]:
dfxtp_1 0.35, or3_1 0.39, or3_1 0.39, or3_1 0.33, nor3_2 0.12, clkdlybuf4s50_1 0.48
[synthesized netlist by cell type (all sizes together)]
cell type	instances
dfxtp	26
a21oi	16
nand4	12
or3	10
nand3	9
nor2	9
nand2	8
o31ai	8
xor2	8
o21ai	7
or4	7
and2	5
and4	5
inv	4
buf	3
clkbuf	3
nor4	3
ha	2
nor3	2
a31o	1
a31oi	1
and3	1
nand2b	1
nor4b	1
o311ai	1
or2	1
xnor2	1
[routing by layer]
metal | global-route usage (%) | vias up | wire [µm]
met5 | 0 | - | 0
met4 | 0.0754 | 0 | 0
met3 | 0.904 | 0 | 132
met2 | 5.30 | 10 | 1100
met1 | 5.82 | 528 | 1460
li1 | - | 598 | -
[worst max path at each step]
| stage | end | depth (start not counted) |
|---|---|---|
| 4_1_cts | button_out | 5 |
| 5_1_grt | button_out | 5 |
| 6_report | button_out | 5 |
[cell usage in the layout (no fill, tap or decap), types with 2 or more instances in the layout]
cell type and n:
and2_1 5, or4_1 7, xor2_1 8, a21oi_1 16
ha_1 2, inv_1 4, o31ai_1 8, dfxtp_1 25
clkdlybuf4s50_1 2, nor2_1 9, nand4_1 11, and4_1 5
o21ai_1 7, nor4_1 3, nand3_1 9, or3_1 10
nand2_1 8, clkbuf_8 3
[power breakdown]
group,internal (mW),total (mW),switching [mW]
registers,0.337,0.340,0.00349
clock network,0.173,0.278,0.105
logic,0.00805,0.0210,0.0130
total,0.518,0.639,0.122
[kinds of logic after synthesis]
logic type               share of synthesized area (%)
AND-OR/OR-AND                                     15.2
XOR/XNOR                                          6.02
adder cells (fa/ha/maj)                           1.91
buffers and inverters                             3.35
flip-flops                                        39.8
AND/OR/NAND/NOR                                   33.7
[final cells by class]
| type | instances | area, µm² |
|---|---|---|
| inverter | 4 | 15.0 |
| tap | 133 | 166 |
| multi-input combinational | 119 | 744 |
| clock buffer | 3 | 41.3 |
| fill | 1103 | 8230 |
| sequential | 26 | 522 |
| clock inverter | 1 | 30.0 |
| timing repair buffer | 3 | 27.5 |
[metrics by stage]
step           instances  hold slack [ns]  total power [mW]  instance area, µm²
6_report             289            0.487             0.639                1550
5_1_grt              289            0.521             0.665                1550
4_1_cts              289            0.491             0.649                1550
3_5_place_dp         285            0.475             0.369                1470
3_3_place_gp         285            0.468             0.369                1470
2_1_floorplan        155            0.450             0.363                1310
No activity file was given, so power comes from the tool's default toggle rates.
