==> design/flow/design.v <==
module Absolute(Ain, Bin, CLK, Output);
	input [3:0] Ain, Bin;
	reg [1:0] step;
	input CLK;
	output reg [3:0] Output;
always @(posedge CLK) begin
	case(step)
		2'b00: step<=2'b01;
		2'b01: begin 
			if(Ain>Bin) begin 
				step<=2'b10;
			end
			else begin 
				step<=2'b11;
			end
		end 
		2'b10: begin
			Output<=(Ain+(~Bin)+1);
			step<=2'b00;
		end
		2'b11: begin 
			Output<=((~Ain)+Bin+1); 
			step<=2'b00;
		end
	endcase
end
endmodule 
==> design/flow/run.sh <==
#!/bin/bash
# OpenROAD 26Q1-2900-gdf79404cd8, Yosys 0.63+post, stock flow scripts
make -C /OpenROAD-flow-scripts/flow DESIGN_CONFIG=/design/flow/config.mk WORK_HOME=/design/flow/orfs finish
==> design/flow/config.mk <==
export PLATFORM = sky130hd
export DESIGN_NAME = Absolute
export DESIGN_NICKNAME = Absolute
export VERILOG_FILES = /design/flow/design.v
export SDC_FILE = /design/flow/constraint.sdc
export NUM_CORES = 4
export LEC_CHECK = 1
export CORE_AREA = 10 10 70 70
export DIE_AREA = 0 0 80 80
==> design/flow/constraint.sdc <==
current_design Absolute

set clk_period 1.5
set clk_io_pct 0.2

create_clock -name clk0 -period $clk_period [get_ports {CLK}]

set non_clock_inputs [all_inputs -no_clocks]
set_input_delay [expr $clk_period * $clk_io_pct] -clock clk0 $non_clock_inputs
set_output_delay [expr $clk_period * $clk_io_pct] -clock clk0 [all_outputs]
==> results_slide.txt <==
Synthesis and Place & Route Summary

Clocking
  • CTS Buffer Depth: 2
  • CTS clk-pin slew, worst paths: 50 ps
  • CTS buffer count: 3
  • Clk latency of the worst-skew pair: 240 ps
  • CTS root buf: clkbuf_4
  • H-tree lvl count: 1
  • TritonCTS clock tree: built
  • CTS Sinks: 6

Synth
  • Mapped Area: 445 sq um
  • Max-area cell share: 27.0%
  • Synth Register Bits: 6
  • Post-synth seq share: 36.0%
  • Yosys cell types: 20
  • Largest cells by area after synthesis: edfxtp_1, ha_1, dfxtp_1
  • Yosys synthesis warning count: 1
  • Syn Area/Cell: 10.9 sq um
  • Synthesis area per yosys: 445 sq um
  • Cells after synthesis: 41
  • Main flop type: edfxtp_1
  • Synth area leader: edfxtp_1
  • Ys cells: 41
  • Asr flop ratio synth: 0%
  • Post-synth EDFFs: 4

Power and ir drop
  • Seq pwr share: 38.5%
  • Clock power share: 33.9%
  • Switching pwr: 117 uW
  • Worst VDD drop: 0.151 mV
  • Sw frac: 24.9%
  • Cell Int Power: 353 uW
  • Comb pwr share: 27.6%
  • PwrDens: 644 nW/um^2
  • Leak: 0.000318 uW

Floorplanning
  • Die X-Extent: 80 um
  • Die Area: 6400 sq um
  • Die height: 80 um
  • Row cnt: 21
  • FP Util: 13.0%
  • Core area: 3420 sq um
  • IO Count: 13

Place
  • GP Congestion: 0.792
  • Post-DP Area: 664 sq um
  • Placed Cells: 104
  • DP HPWL: 793 um
  • I/O Buffers: 12

STA
  • Slew margin rel.: 85.0%
  • Setup_tns: 0 ps
  • Setup Viol. Count Final: 0
  • Final hold vios: 0
  • Unrepaired setup endpoints after global routing: false
  • Max-slew violations: 0
  • Final Critical Period: 1400 ps
  • Tcrit/Tclk final: 93.1%
  • Fmax: 716 MHz
  • Worst slew pin tran: 225 ps
  • Skew final: 4.07 ps

Routing
  • WL per Instance: 8.53 um
  • Vias: 340
  • Drt first-iter violations: 8
  • Mean number of vias per cell: 3.12
  • Final Routed Wirelength: 930 um
  • Remaining antenna violation count: 0
  • DRC Markers: 0
  • DRT Pass-1 Iters: 2
  • ANT cells: 0

Critical path
  • Critical path class: primary input to flip-flop
  • Critical Path End Type: flip-flop
  • FF-to-FF setup slack: 470 ps
  • Worst r2r src: step[0]
  • CP startpoint kind: primary input
  • Reg2reg end: Output[2]
  • WP data arrival: 1390 ps
  • CP required: 1490 ps
  • Worst reg-to-reg path cell count: 3
  • Crit. Startpoint: Bin[1]
  • Crit path capture: Output[2]
  • Max FO, Critical Path: 3

GRT
  • Total gr overflow: 0
  • First-pass GRT wire length: 1.58 mm
  • Total track usage: 3.08%
  • Vias in the first global route: 375
  • Largest net degree at the start of global routing: 7
  • Initial antenna violation count: 0

Run status
  • Status: finished, final reports clean

Flow run
  • Tool Warnings: 28
  • Max-cap violations: 0

Finish
  • Top Layout Cells: buf_4, inv_1, dlygate4sd2_1, clkdlybuf4s50_1, edfxtp_1
  • Layout area overhead: 64.0%
  • Layout cell share with drive strength beyond 1: 36.5%
  • Fin util: 21.4%
  • Commonest Layout Cell: buf_4
  • Final non-filler cell total: 109
  • Final Cell Area: 731 sq um
  • Fillers: 375

Hold path
  • Worst min path class: flip-flop to flip-flop
## critical path: stages
cell	delay (ps)
dlygate4sd2_1	320
inv_1	110
fa_1	400
mux2i_1	160
xor2_1	90
## stage by stage
step	hold WS [ps]	power (uW)	setup WS (ps)
final	480	470	103
after floorplan	442	247	91.7
after global routing	493	508	51.3
after global placement	458	297	-435
after CTS	478	477	114
after detailed placement	468	300	-460
## cell usage after synthesis, drive strengths merged (2+ instances only)
cell	n
inv	8
ha	7
edfxtp	4
o21ai	3
a21oi	2
dfxtp	2
fa	2
mux2i	2
nand2	2
## how the worst min path moves through the flow
stage,from,end,cells past startpoint
CTS,step[0],step[0],1
global route,step[0],step[0],1
finish,step[0],step[0],1
## metal layers
layer | part of all wire (%) | up-vias | wire, um | track usage (%)
li1 | - | 179 | - | -
met1 | 45 | 149 | 422 | 3.80
met2 | 39 | 12 | 367 | 4.17
met3 | 15 | 0 | 141 | 2.50
met4 | 0 | 0 | 0 | 0.352
met5 | 0 | - | 0 | 0
## sequential cells by signal, indices dropped and copies added (netlist names)
name and count:
Output 4, step 2
## cell families (layout without fill, tap and decap cells)
family          Yosys count  count (layout)  synth area share (%)
fa+ha+maj                 9               9                  28.7
buf+inv                   9              31                  7.58
compound gates            7               7                  10.7
mux                       2               2                  4.49
xor+xnor                  2               2                  3.93
flops                     6               6                  36.0
simple gates              6               6                  8.71
## timing repair
action | in CTS | in global routing
hold buffers | 0 | 0
resized | 15 | 0
buffers inserted | 1 | 0
setup endpoints to repair | 4 | 0
## power by group through the flow
stage | clock network, uW | registers (uW) | logic, uW
CTS | 167 | 181 | 129
global route | 180 | 181 | 147
finish | 159 | 181 | 130
## final cells by class
type / count / area, sq um / area share, %
multi-input combinational: 26 / 292 / 39.9
tap: 46 / 57.6 / 7.88
inverter: 8 / 30.0 / 4.11
clock buffer: 4 / 26.3 / 3.60
timing repair buffer: 19 / 165 / 22.6
sequential: 6 / 160 / 21.9
No activity file was given, so power comes from the tool's default toggle rates.
