==> ./run.sh <==
#!/bin/bash
# OpenROAD 26Q1-2900-gdf79404cd8, Yosys 0.63+post, stock flow scripts
make -C /OpenROAD-flow-scripts/flow DESIGN_CONFIG=/design/flow/config.mk WORK_HOME=/design/flow/orfs finish
==> ./config.mk <==
export PLATFORM = sky130hd
export DESIGN_NAME = clkdivede
export DESIGN_NICKNAME = clkdivede
export VERILOG_FILES = /design/flow/design.v
export SDC_FILE = /design/flow/constraint.sdc
export NUM_CORES = 4
export LEC_CHECK = 1
export CORE_UTILIZATION = 30
==> ./design.v <==
module clkdivede(clkin ,clk, speed);
	input clkin;
	input [1:0] speed;
	output reg clk;
	reg [25:0] counter;
always @(posedge clkin) begin
	counter <= counter+1;
	case(speed)
	2'b00: begin
	if(counter > 26'd5000000-26'd1) begin 
		counter <= 0;
		clk <= ~clk;
	end
	end
	2'b01: begin
	if(counter > 26'd10000000-26'd1) begin 
		counter <= 0;
		clk <= ~clk;
	end
	end
	2'b10: begin
	if(counter > 26'd2500000-26'd1) begin 
		counter <= 0;
		clk <= ~clk;
	end
	end
	2'b11: begin
	if(counter > 26'd5000000-26'd1) begin 
		counter <= 0;
		clk <= ~clk;
	end
	end
	endcase
end
endmodule	
==> ./constraint.sdc <==
current_design clkdivede

set clk_period 6.9
set clk_io_pct 0.2

create_clock -name clk0 -period $clk_period [get_ports {clkin}]

set non_clock_inputs [all_inputs -no_clocks]
set_input_delay [expr $clk_period * $clk_io_pct] -clock clk0 $non_clock_inputs
set_output_delay [expr $clk_period * $clk_io_pct] -clock clk0 [all_outputs]
==> impl.org <==
#+TITLE: Implementation results

** Route
- According to the report, the first pass of detailed routing completed in 4 iterations.
- Final wirelength :: 2600 µm
- Diode insertion count for antenna repair :: 0
- 1st-iter DRT viols :: 64
- Residual antenna-violating net count after detailed routing :: 0
- Dividing the detail-routed wire length by the instance count gives 12.6 µm.
- In the routed layout, each cell is associated on average with a via count of 5.29.
- The routed layout reports a DRC error count of 0.
- Routed vias :: 1094

** Final timing
- Per the final report, max-transition violations number 0.
- Headroom to the max-slew limit came out at 0.648.
- RSZ-0062 raised after global routing :: no
- Worst clock skew on the final layout :: 0.00448 ns
- Dividing the final minimum period by the clock period gives 0.412.
- Fmax achieved :: 352 MHz
- Final hold violation count :: 0
- Endpoints with negative setup slack in the final report add up to 0.
- Final hold slack :: 0.453 ns
- The pin closest to its max-slew limit shows a slew of 0.514 ns.
- Setup TNS Final :: 0 ns
- Minimum clock period after layout :: 2.84 ns

** Run
- Count of tool warnings :: 26
- Per the run summary, max-cap violations total 0.

** Yosys
- Yosys mapped a number of flops with a built-in enable equal to 1.
- Yosys stat area :: 1450 µm²
- Share of synthesized registers carrying an async set or reset :: 0
- Per the synthesis report, the adder-cell share of the synthesized area is 0.0258.
- Synthesized area divided by synthesized cell count :: 9.32 µm²
- Post-Syn Area :: 1450 µm²
- Of the total synthesized cell area, the portion taken by AND-OR and OR-AND cells is 0.195.
- Sequential element share of the synthesized area :: 0.379
- Distinct cell type count after synthesis :: 41
- Per the synthesis report, the XOR/XNOR share of the synthesized area is 0.133.
- Number of storage elements in the synthesis netlist :: 27
- Largest non-sequential cell family by area :: simple AND/OR/NAND/NOR gates
- Per the synthesis report, the simple-gate share of the synthesized area is 0.205.
- The warning tally printed by Yosys for this design is 1.
- Yosys reports the multiplexer fraction of the synthesized area as 0.
- The number of cells reported by Yosys stat comes to 156.
- Post-Synthesis Cells :: 156
- Most frequently used flop master after synthesis :: dfxtp_1

** Floorplan
- The share of the core area taken by cells at floorplan is 0.323.
- According to the floorplan report, the die height is 71.6 µm.
- Chip area :: 5130 µm²
- After floorplanning, the core was sized to cover 4500 µm².
- During I/O placement, the number of pins put on the boundary was 4.
- Horizontal die dimension :: 71.6 µm
- In this run the core area contains 24 standard-cell rows.

** Worst setup path
- Sequence of cells on the critical path :: clkdlybuf4s50_1 > inv_1 > ha_1 > nand3_1 > o22a_4 > and2_2
- First element of the critical path :: speed[0]
- Kind of launch point of the worst setup path :: primary input
- Arrival time at the worst endpoint :: 2.85 ns
- Required time of the worst setup path :: 6.90 ns
- Slowest cell on the critical path :: clkdlybuf4s50_1
- Measured in cells, the most critical reg-to-reg path has a length of 5.
- The critical path is of the primary input to flip-flop type.
- The worst setup path is captured at a flip-flop.
- Terminus of the critical flop-to-flop path :: clk
- Slowest cell delay on critical path :: 0.48 ns
- Worst reg-to-reg setup slack :: 4.36 ns
- Worst Path Max Fanout :: 25
- For the worst reg-to-reg path, the startpoint reported by OpenROAD is counter[20].

** GRT
- Entering global routing, the biggest net connects 26 pins.
- Wire length of the first global-routing pass :: 4640 µm
- Vias in the first global route :: 1023
- Overflow after GRT :: 0
- The initial antenna violation count is 0.
- Total global-route track usage over all layers is 0.112.

** Clock network
- Buffers inserted to repair hold after CTS numbered 0.
- The tree built by TritonCTS fans out to 27 sinks.
- Once the clock tree was built, the setup fixing pass inserted 0 buffers.
- Buffers from clock root to sink, at most :: 2
- Post-CTS repair changed the size of 0 cells.
- As reported, the later end of the worst-skew pair has a clock insertion delay of 0.27 ns.
- The cell sitting at the root of the clock tree is a clkbuf_8.
- H-tree depth :: 1
- TritonCTS clock tree :: done
- After clock tree synthesis, the clock-pin slew on the worst setup and hold paths is 0.10 ns.
- Per the TritonCTS log, the buffer count is 3.

** Placement
- Tally of buffers added on design ports :: 3
- Weighted congestion reported at the end of routability-driven placement :: 0.893
- Placed Cells incl. Taps :: 203
- Dpl hpwl :: 1730 µm

** Layout
- Logic area :: 837 µm²
- Share of layout cells above drive strength 1 :: 0.135
- Non-filler cells in the finished layout :: 207
- Across the whole layout, storage elements account for 551 µm².
- Fill cells in the final layout number 480.
- The area growth from synthesis to layout is 7.32%.

** Hold path
- Looking at the hold checks, the worst path lands on counter[0].
- The launch point of the worst min-delay path is recorded as counter[0].
- Cell depth of the worst min-delay path :: 1
- In this run the worst hold path is classified as flip-flop to flip-flop.

** Power
- Max IR drop VDD :: 0.0519 mV
- Cell area power density :: 173 nW/µm²
- For this design the static power due to leakage is 0.519 nW.

** Status
- The flow ran to the end, and the final reports show no timing, DRC or antenna violations.
cells in the mapped netlist, types with 2 or more instances:
cell / n / area, µm²
nor4_1: 2 / 12.5
nor2_1: 3 / 11.3
buf_6: 2 / 22.5
xor2_1: 15 / 131
nand3b_1: 3 / 22.5
nand4b_1: 2 / 17.5
nor3_1: 4 / 20.0
a21oi_2: 12 / 105
nand3_1: 5 / 25.0
nand4_1: 9 / 56.3
o2111a_1: 2 / 22.5
xnor2_1: 7 / 61.3
ha_1: 3 / 37.5
nand2_1: 8 / 30.0
or4_1: 4 / 30.0
dfxtp_1: 26 / 521
and4_1: 2 / 17.5
clkbuf_1: 6 / 22.5
a21oi_1: 12 / 60.1
and3_1: 3 / 18.8
inv_1: 6 / 22.5
kinds of logic after synthesis:
logic type / count (synthesis)
AND/OR/NAND/NOR: 50
AND-OR/OR-AND: 37
flip-flops: 27
XOR/XNOR: 22
buffers and inverters: 16
adder cells (fa/ha/maj): 3
other: 1
report_power, final:
group          internal, W  switching, W  total (W)
sequential        0.000160    0.00000144   0.000161
clock            0.0000413     0.0000504  0.0000917
combinational   0.00000708    0.00000939  0.0000165
through the flow:
| stage | area [µm²] | total power, W | setup slack (ns) | util |
|---|---|---|---|---|
| 6_report | 1560 | 0.000269 | 4.06 | 0.346 |
| 5_1_grt | 1560 | 0.000280 | 4.00 | 0.346 |
| 4_1_cts | 1560 | 0.000273 | 4.04 | 0.346 |
| 3_5_place_dp | 1510 | 0.000182 | 3.74 | 0.336 |
| 3_3_place_gp | 1510 | 0.000181 | 3.77 | 0.336 |
| 2_1_floorplan | 1460 | 0.000177 | 4.47 | - |
placed cells by master (no fill, tap or decap), types with 3 or more instances in the layout:
cell type,synthesis,routed
a21oi_1,12,12
or4_1,4,4
inv_1,6,6
clkbuf_8,0,3
dfxtp_1,26,26
a21oi_2,12,12
nand2_1,8,8
xnor2_1,7,7
nand3_1,5,5
nor2_1,3,3
ha_1,3,3
nor3_1,4,4
and3_1,3,3
clkdlybuf4s50_1,0,3
nand3b_1,3,3
xor2_1,15,15
nand4_1,9,9
critical path: cells and delay by family:
kind / cells / cell delay (ns)
compound gates: 1 / 0.37
fa+ha+maj: 1 / 0.28
buf+inv: 2 / 0.52
simple gates: 2 / 0.30
flip-flops by register name, summed over array words and instances (netlist names):
| name | flops |
|---|---|
| clk | 1 |
| counter | 26 |
metal layers:
metal	up-vias	global-route usage	wire length (µm)
li1	565	-	-
met1	520	0.175	1360
met2	7	0.175	1170
met3	2	0.0143	51
met4	0	0.0131	17
met5	-	0	0
worst max-delay path by stage:
| stage | end | slack (ns) | depth (start not counted) |
|---|---|---|---|
| global route | clk | 4.00 | 6 |
| finish | clk | 4.06 | 6 |
| CTS | clk | 4.04 | 6 |
final cells by class:
| type | count | area share |
|---|---|---|
| well taps | 52 | 0.0417 |
| flip-flops and latches | 27 | 0.353 |
| multi-input cells | 114 | 0.536 |
| repair buffers | 4 | 0.0241 |
| inverters | 6 | 0.0144 |
| clock inverters | 1 | 0.00401 |
| clock buffers | 3 | 0.0265 |
No activity file was given, so power comes from the tool's default toggle rates.
